==> flow/design.v <==
module DataMemory #(
    parameter ADDR_WIDTH = 8,
    parameter DATA_WIDTH = 32
)(
    input  wire                     clk,
    input  wire                     memRead,
    input  wire                     memWrite,
    input  wire [ADDR_WIDTH-1:0]    addr,
    input  wire [DATA_WIDTH-1:0]    writeData,
    output reg  [DATA_WIDTH-1:0]    readData
);
    reg [DATA_WIDTH-1:0] RAM [0:(1 << ADDR_WIDTH)-1];
    always @(posedge clk) begin
        if (memWrite) begin
            RAM[addr] <= writeData;
        end
        if (memRead) begin
            readData <= RAM[addr];
        end
    end
endmodule
==> flow/run.sh <==
#!/bin/bash
# OpenROAD 26Q1-2900-gdf79404cd8, Yosys 0.63+post, stock flow scripts
make -C /OpenROAD-flow-scripts/flow DESIGN_CONFIG=/design/flow/config.mk WORK_HOME=/design/flow/orfs finish
==> flow/config.mk <==
export PLATFORM = sky130hd
export DESIGN_NAME = DataMemory
export DESIGN_NICKNAME = DataMemory
export VERILOG_FILES = /design/flow/design.v
export SDC_FILE = /design/flow/constraint.sdc
export NUM_CORES = 4
export LEC_CHECK = 1
export CORE_UTILIZATION = 30
export SYNTH_MEMORY_MAX_BITS = 65536
==> flow/constraint.sdc <==
current_design DataMemory

set clk_period 40.0
set clk_io_pct 0.2

create_clock -name clk0 -period $clk_period [get_ports {clk}]

set non_clock_inputs [all_inputs -no_clocks]
set_input_delay [expr $clk_period * $clk_io_pct] -clock clk0 $non_clock_inputs
set_output_delay [expr $clk_period * $clk_io_pct] -clock clk0 [all_outputs]
==> metrics.yaml <==
status: "finished, violations left"
violations: "capacitance limit, slew limit"
first_global_vias: 162300
p_int_w: 0.01379
vias_per_cell: 5.151
insertion_delay_ps: 1240
power_density_nw_per_um2: 49.01
ys_chip_area_um2: 309300
vias: 146300
fin_crit_ps: 15200
dieArea_um2: 1035000
final_max_slew_viol_count: 2
synth_area_per_cell_um2: 23.64
netlist-cell-type-count: 21
seqPwrFrac: 0.541
cts_buffers: 800
cts_hold_buffers: 0
cts-resized-gates: 0
drtAntennaViolNets: 0
place_ws_ps: 23310
first_pass_iters: 5
largest_area_cell: "edfxtp_1"
routedWlPerCell_um: 30.92
hold_violations: 0
max-vdd-ir-drop_uv: 49.22
rows: 372
htree_levels: 6
ys_cells: 13090
fmax_mhz: 65.81
numPortBuffers: 74
grt_max_degree: 115
clockPowerShare: 0.412
path_clk_slew_ps: 60
maxCapViolations: 1
fin_skew_ps: 142.7
fillCellCount: 92680
clk_path_buf_depth: 4
path_class: "primary input to flip-flop"
p_leak_nw: 107.6
fp.dieH_mm: 1.017
synth_seq_share: 0.7984
switching_share: 0.2159
drt-initial-drc-count: 9988
die_w_mm: 1.017
tightestPinTransition_ps: 1687
ios: 75
gp_congestion: 0.8730
drc: 0
dp_hpwl_mm: 512.1
lay_top_cells: "edfxtp_1, mux4_2, a22oi_1"
clock-sinks: 8224
fin_crit_sh: 0.3799
hold_path_class: "flip-flop to flip-flop"
final-setup-viol-count: 0
drive_gt1_frac: 0.2990
grtUsageTotal: 0.1816
cp-end-kind: "flip-flop"
top_cells_by_area: "edfxtp_1, mux4_2, a22oi_1"
overflow: 0
finalWorstSetupSlack_ps: 24800
antenna_found_initial: 46
startpoint_type: "primary input"
critPathArrivalTime_ps: 16020
routed_wl_mm: 878.2
synthToLayoutAreaGrowth_pct: 16.04
grt_first_pass_wirelength_mm: 1232
ys.flops: 8224
core_um2: 1027000
ys_warn_count: 1
p_sw_w: 0.003798
warnings: 29
worst_ep_required_time_ps: 40820
rsz0062_at_grt: "false"
fp_util: 0.3013
synth_cells: 13090
top_area_frac: 0.7984
cts_tree: "built"
setup_total_negative_slack_ps: 0
pwr-share-comb: 0.047
worstPathMaxFanout: 42
syn_area_um2: 309300
cts_setup_buffers: 0
relSlewSlack: -0.1368
final_common_cell: "edfxtp_1"
cts_root_buffer: "clkbuf_16"
-- registers in the layout (all words and copies together), names as in the netlist --
name / count
readData: 32
RAM: 8192
-- per-layer routing --
metal | part of all wire | track usage
met2 | 0.47 | 0.2696
met3 | 0.20 | 0.1622
met5 | 0.0031 | 0.02340
met4 | 0.055 | 0.07605
met1 | 0.28 | 0.1718
-- logic make-up after synthesis --
kind of cell	after synthesis	synth area share
AOI/OAI and AO/OA	1664	0.03676
buffers and inverters	797	0.01087
DFF	8224	0.7984
muxes	2048	0.1491
and+or+nand+nor	354	0.004882
-- final cells by class --
class                      instances  area [um^2]  area share
sequential                      8224       247000      0.6880
multi-input combinational       4066        61930      0.1725
clock buffer                     998        20890     0.05820
tap                            13650        17080     0.04758
timing repair buffer             927         7650     0.02131
clock inverter                   473         4272     0.01190
antenna                           64        160.2   0.0004462
inverter                           1        3.754  0.00001046
-- path summary, 6_finish.rpt --
check / cells past startpoint / slack, ps / start / endpoint
max: 15 / 24800 / addr[0] / readData[23]$_DFFE_PP_
min: 5 / 1020 / RAM[208][5]$_DFFE_PP_ / readData[5]$_DFFE_PP_
max reg2reg: 6 / 36340 / RAM[40][26]$_DFFE_PP_ / readData[26]$_DFFE_PP_
min reg2reg: 5 / 1020 / RAM[208][5]$_DFFE_PP_ / readData[5]$_DFFE_PP_
-- critical path, stage by stage --
cell and delay (ps):
buf_16 240, buf_4 560, buf_4 550, buf_4 680
buf_4 640, buf_4 620, buf_4 710, buf_4 680
buf_4 680, mux4_2 590, a22oi_1 230, a21oi_1 140
o41ai_2 1120, buf_4 240, nand4_1 90
-- power by group through the flow --
stage	clock, W	sequential, W	combinational [W]
after CTS	0.00735	0.00952	0.000836
final	0.00724	0.00952	0.000828
after global routing	0.00767	0.00952	0.000883
-- synth_stat cells (all sizes together) --
master	number
clkbuf	498
o41ai	128
a22oi	1024
or2	2
edfxtp	8224
nand2b	6
nand2	28
nand3	13
nor3	30
a21oi	512
inv	1
or3	1
and2	3
nand4	32
nor2	232
mux4	2048
nor2b	7
buf	298
-- per-stage QoR --
step | area [um^2] | cells | hold WS [ps] | power (W) | utilization
floorplan | 309300 | 13090 | 895.6 | 0.01009 | -
global placement | 333500 | 26860 | 1008 | 0.01053 | 0.3248
detailed placement | 333600 | 26870 | 998.8 | 0.01054 | 0.3249
CTS | 358800 | 28340 | 1039 | 0.01771 | 0.3494
global route | 358900 | 28380 | 1086 | 0.01808 | 0.3495
finish | 358900 | 28400 | 1024 | 0.01759 | 0.3496
Power and IR drop assume default switching activity.
