### design/flow/config.mk
export PLATFORM = sky130hd
export DESIGN_NAME = RegFile
export DESIGN_NICKNAME = RegFile
export VERILOG_FILES = /design/flow/design.v
export SDC_FILE = /design/flow/constraint.sdc
export NUM_CORES = 4
export LEC_CHECK = 1
export CORE_UTILIZATION = 50
### design/flow/constraint.sdc
current_design RegFile

set clk_period 9.8
set clk_io_pct 0.2

create_clock -name clk0 -period $clk_period [get_ports {clk}]

set non_clock_inputs [all_inputs -no_clocks]
set_input_delay [expr $clk_period * $clk_io_pct] -clock clk0 $non_clock_inputs
set_output_delay [expr $clk_period * $clk_io_pct] -clock clk0 [all_outputs]
### design/flow/design.v
module RegFile(
    input logic clk,
    input logic we3,
    input logic [4:0] ra1,
    input logic [4:0] ra2,
    input logic [4:0] wa3,
    input logic [31:0] wd3,
    output logic [31:0] rd1,
    output logic [31:0] rd2
);
    logic [31:0] rf[31:0];
    always_ff @(posedge clk) begin
        if (we3 && (wa3 != 5'd0))
            rf[wa3] <= wd3;
    end
    assign rd1 = (ra1 != 5'd0) ? rf[ra1] : 32'd0;
    assign rd2 = (ra2 != 5'd0) ? rf[ra2] : 32'd0;
endmodule
### design/flow/run.sh
#!/bin/bash
# OpenROAD 26Q1-2900-gdf79404cd8, Yosys 0.63+post, stock flow scripts
make -C /OpenROAD-flow-scripts/flow DESIGN_CONFIG=/design/flow/config.mk WORK_HOME=/design/flow/orfs finish
==> results.yml <==
# yosys + openroad results
floorplan:
  fp_util: 0.504
  rows: 113
  die_area_sq_mm: 0.0971
  fp.coreArea_sq_mm: 0.0950
  die_width_microns: 312
  io_pins: 113
  dieHeight_microns: 312
synth:
  numSynthFlops: 1024
  syn_avg_cell_area_sq_um: 18.7
  area_leaders: "edfxtp_1, mux4_2, mux2i_1"
  synth.distinct_cells: 39
  syn_area_sq_mm: 0.0479
  yosysMostFrequentCell: "edfxtp_1"
  edf_count: 1024
  syn_inst: 2564
  ys_area_sq_mm: 0.0479
  async_reset_ff_frac: 0
  ys_seq_share: 0.642
  yosysWarnings: 1
  ys_cells: 2564
  synthDominantCellAreaShare: 0.642
  common_cells: "edfxtp_1, mux2i_1, mux4_2"
  synthFlopType: "edfxtp_1"
  top_area_cell: "edfxtp_1"
global_route:
  overflow: 0
  grt_first_pass_wirelength_mm: 217
  grt_max_degree: 95
  grt_pass1_vias: 31777
  antenna_found_initial: 2
  grt_use_total: 0.355
cells_and_area:
  largest_reg_flops: 1024
  reg_top3: "rf: 1024 flops"
  area_delta_synth_final_pct: 13.7
  regMostFlops: "rf"
  drive_above_1_share: 0.267
  post-route-util: 0.573
min_path:
  hp-class: "in -> reg"
timing:
  maxSlewViolCount: 0
  period_needed_ns: 7.55
  tightest_slew_ns: 1.11
  max_slew_margin: 0.257
  fin_crit_sh: 0.770
  hold_violations: 0
  setup_violations: 0
  tns_ns: 0
  fmax_mhz: 132
  rsz0062_at_grt: "false"
routing:
  drtPass1Iterations: 5
  post_drt_wl_per_cell_microns: 37.1
  finalWirelength_mm: 151
  drt-vias-per-instance: 6.91
  final_antenna_net_count: 0
  vias: 28192
  drc: 0
  first_iter_violations: 1801
power_and_ir_drop:
  ir_drop_v: 0.000206
  power.total_mw: 9.99
  p_per_area_mw_per_mm2: 183
  p_leak_nw: 17.7
critical_path:
  crit_buf_inv: 3
  cp-start-kind: "input port"
  crit_fanout: 40
  cp.required_ns: 7.84
  critPathTopFamily: "buffers and inverters"
  crit_path_top_delay_cell: "a211oi_1"
  arrival_ns: 5.59
  crit_type: "in -> out"
  crit_chain: "buf_6, buf_4, nand3b_1, o221ai_1, a21oi_1, a211oi_1, clkdlybuf4s50_1"
  slowest_delay_ns: 0.71
  endpoint_kind: "primary output"
cts:
  cts_num_sinks: 1024
  htree_levels: 3
  hold_buffers: 0
  numCtsBuffers: 109
  clockBufferDepth: 3
  cts_resized: 0
  postCtsSetupBuffers: 0
  cts_tree: "yes"
  root_buffer: "clkbuf_16"
  clk_pin_slew_ns: 0.06
placement:
  io_buffers: 112
  globalplace.congestion: 0.889
  hpwlAfterDp_mm: 84.3
run:
  tool_warnings: 26
  drv_cap: 0
outcome:
  status: "completed"
layout by cell type, fill, tap and decap left out, drive strengths merged, types with 2 or more instances in the layout:
cell,instances
diode,3
a221oi,54
a311oi,32
o21ai,54
bufinv,16
o221ai,64
nand4,32
nand3b,6
or3,2
nand3,2
buf,129
and2,2
conb,32
edfxtp,1024
nand2,85
clkinvlp,8
clkinv,43
nor2b,37
nor2,37
mux2i,320
o2111ai,10
mux4,352
mux2,64
clkbuf,131
a211oi,64
clkdlybuf4s50,102
a22oi,64
a21oi,32
inv,2
or3b,5
per-stage QoR:
| step | setup slack (ns) | cell area (sq um) | std cells | hold WS [ns] |
|---|---|---|---|---|
| after floorplan | 4.47 | 48000 | 2595 | 2.06 |
| after global placement | 2.34 | 50800 | 3876 | 2.79 |
| after detailed placement | 2.32 | 50800 | 3876 | 2.79 |
| after CTS | 2.31 | 54500 | 4074 | 2.07 |
| after global routing | 2.11 | 54500 | 4074 | 2.10 |
| final | 2.25 | 54500 | 4077 | 2.09 |
metal layers:
metal,up-vias,part of all wire,wire [microns],global-route usage
li1,11344,-,-,-
met1,14008,0.30,45100,0.416
met2,2448,0.45,68200,0.487
met3,379,0.21,31500,0.317
met4,13,0.040,6100,0.107
met5,-,0.0024,365,0.0336
cell type report:
type / count / area (sq um)
Antenna cell: 3 / 7.51
Sequential cell: 1024 / 30700
Clock inverter: 67 / 742
Timing Repair Buffer: 231 / 2080
Clock buffer: 131 / 2900
Fill cell: 6857 / 40500
Inverter: 2 / 8.76
Tap cell: 1265 / 1580
Multi-Input combinational cell: 1354 / 16400
report_power, final:
group          internal [mW]  switching, mW  total (mW)
Combinational          0.372          0.511       0.883
Clock                   2.51           1.69        4.20
Sequential              4.89         0.0264        4.91
path summary, 6_finish.rpt:
path	cells after the start	startpoint	slack (ns)	endpoint
worst max-delay path	7	ra2[1]	2.25	rd2[0]
worst min-delay path	2	wd3[21]	2.09	rf[13][21]$_DFFE_PP_
cells by family (layout without fill, tap and decap cells):
kind of cell,Yosys count,after routing,share of synthesized area
compound gates,374,374,0.0615
buf+inv,217,431,0.0244
flops,1024,1024,0.642
mux,736,736,0.250
other cells,1,35,0.0000783
simple gates,212,212,0.0218
