[design.v]
module ALU (
    input logic [31:0] a,
    input logic [31:0] b,
    input logic [2:0] alu_control,
    output logic [31:0] result,
    output logic zero
);
    always_comb begin
        case(alu_control)
            3'b010: result = a + b;
            3'b110: result = a - b;
            3'b000: result = a & b;
            3'b001: result = a | b;
            3'b111: result = (a < b) ? 32'd1 : 32'd0;
            default: result = 32'd0;
        endcase
        zero = (result == 32'd0) ? 1'b1 : 1'b0;
    end
endmodule
[run.sh]
#!/bin/bash
# OpenROAD 26Q1-2900-gdf79404cd8, Yosys 0.63+post, stock flow scripts
make -C /OpenROAD-flow-scripts/flow DESIGN_CONFIG=/design/flow/config.mk WORK_HOME=/design/flow/orfs finish
[config.mk]
export PLATFORM = sky130hd
export DESIGN_NAME = ALU
export DESIGN_NICKNAME = ALU
export VERILOG_FILES = /design/flow/design.v
export SDC_FILE = /design/flow/constraint.sdc
export NUM_CORES = 4
export LEC_CHECK = 1
export CORE_UTILIZATION = 50
[constraint.sdc]
current_design ALU

set clk_period 24.6
set clk_io_pct 0.2

create_clock -name clk0 -period $clk_period

set non_clock_inputs [all_inputs -no_clocks]
set_input_delay [expr $clk_period * $clk_io_pct] -clock clk0 $non_clock_inputs
set_output_delay [expr $clk_period * $clk_io_pct] -clock clk0 [all_outputs]
==> results.json <==
{
  "grt_pass1_vias": 5823,
  "synthTopCellsByArea": "ha_1 (24%), a21oi_1 (7.3%), inv_1 (6.8%)",
  "nClkBuffers": 0,
  "min_period_over_period": 0.607,
  "placedCellCount": 998,
  "start_kind": "input port",
  "dp_hpwl_um": 14100,
  "antenna_cells": 0,
  "hold_violations": 0,
  "crit_slowest_cell": "a211oi_1",
  "grt_first_pass_wirelength_um": 29300,
  "power_density_mw_per_mm2": 23.3,
  "die_h_um": 104,
  "flops": 0,
  "warnings": 101,
  "path_max_fanout": 4,
  "hp-class": "in -> out",
  "relSlewSlack": 0.468,
  "holdPathStages": 7,
  "drt_pass1_iterations": 5,
  "areaGrowthSynthToFinish_pct": 19.8,
  "gr-total-overflow": 0,
  "p_leak_nw": 2.83,
  "setup_viol": 0,
  "netlist_area_mm2": 0.00522,
  "antenna_found_initial": 0,
  "syn_avg_cell_area_um2": 6.49,
  "die_area_mm2": 0.0109,
  "synth_top_cell_by_count": "ha_1",
  "synth_top_area_share": 0.240,
  "cp_cell_sequence": "clkdlybuf4s50_1, ha_1, fa_1, a211oi_1, o21bai_1, a211oi_1, a2111oi_0, a311o_1, nand4bb_1, or4_1, or4_1, nor4_1, nand4_1, nor4_2, clkdlybuf4s50_1",
  "max_cap_viol_count": 0,
  "ant_nets": 0,
  "common_cells": "ha_1 (100), inv_1 (95), nor2_1 (85)",
  "drt_wl_total_um": 18200,
  "worstPathRequired_ps": 19680,
  "fin_tns_setup_ps": 0,
  "rsz0062_at_grt": "no",
  "wl_per_cell_um": 18.2,
  "ys_seq_frac": 0,
  "io_pins": 100,
  "yosysTopAreaCell": "ha_1",
  "min_to": "result[2]",
  "cts_hold_buf": 0,
  "endpoint_kind": "primary output",
  "outcome": "finished, final reports clean",
  "synth_cell_types": 77,
  "grt_max_degree": 48,
  "cpPeakStageDelay_ps": 520,
  "die_w_um": 104,
  "num_vias": 6267,
  "clock.fmax_mhz": 67.0,
  "post-route-drc-count": 0,
  "yosys_area_mm2": 0.00522,
  "maxSlewViolCount": 0,
  "critical_path_buf_inv_count": 2,
  "utilization": 0.629,
  "core_mm2": 0.00995,
  "cts_setup_buffers": 0,
  "stdcell_count": 998,
  "critPathTopFamily": "simple AND/OR/NAND/NOR gates",
  "numPortBuffers": 100,
  "synthCells": 805,
  "fin_crit_ps": 14930,
  "ff_latch_area_um2": 0,
  "drive_gt1_frac": 0.0312,
  "rows": 36,
  "tightest_slew_ps": 788,
  "core_util_floorplan": 0.525,
  "first_iter_violations": 444,
  "grt_use_total": 0.333,
  "cts_resized": 0,
  "worstHoldStart": "b[2]",
  "vias_per_cell": 6.28,
  "path_class": "in -> out",
  "crit_arrival_ps": 10010,
  "ir_drop_uv": 12.4,
  "ys_cells": 805,
  "synth_warnings": 1,
  "gp_congestion": 1.04
}
==> logic make-up (layout without fill, tap and decap cells) <==
group	after synthesis	count (layout)	share of synthesized area
mux	6	6	0.0122
simple gates	248	248	0.230
fa+ha+maj	102	102	0.247
buf+inv	144	204	0.106
xor+xnor	15	15	0.0252
compound gates	290	290	0.379
==> area by class of cell <==
type	count	area, um^2
multi-input combinational	661	4670
fill	897	3700
tap	133	166
inverter	96	360
timing repair buffer	108	1060
==> layer usage <==
layer	track usage	vias to the layer above	wire [um]
met4	0.0796	0	342
li1	-	3061	-
met3	0.0357	36	1530
met5	0	-	0
met1	0.486	2847	8370
met2	0.522	323	7940
==> where the power goes <==
group	internal, mW	switching [mW]	total (mW)
Combinational	0.0628	0.0828	0.146
Sequential	0	0	0
Clock	0	0	0
Total	0.0628	0.0828	0.146
==> cells in the final DEF (no fill, tap or decap), types with 4 or more instances in the layout <==
cell / n
o211ai_1: 15
a2111oi_0: 8
o311ai_0: 5
o21ai_0: 45
nor2b_1: 10
or2_2: 7
a22oi_1: 4
and2_1: 4
nor3_1: 15
a211oi_1: 20
a31oi_1: 11
nand2_1: 56
o31ai_1: 8
buf_4: 8
nor4_1: 14
nor2_1: 85
nand2b_1: 4
o22ai_1: 10
inv_1: 95
o21bai_1: 9
clkdlybuf4s50_1: 100
a2111o_1: 6
a211o_1: 5
nand4_1: 10
or4_1: 4
ha_1: 100
o211a_1: 4
or3_1: 5
xnor2_1: 12
nand3_1: 16
a21oi_1: 76
a221oi_1: 4
a21o_1: 12
a21boi_0: 7
==> how the worst max path moves through the flow <==
stage | startpoint | end | slack [ps] | depth (start not counted)
after CTS | b[0] | zero | 9770 | 15
after global routing | b[0] | zero | 9480 | 15
final | b[0] | zero | 9670 | 15
==> worst min-delay path, cell delays in order <==
cell and delay, ps:
clkdlybuf4s50_1 420, inv_1 90, ha_1 140, nor2_1 50, nor2_1 80, a31oi_1 60
clkdlybuf4s50_1 400
==> stage by stage <==
step                      power, mW  hold slack (ps)  worst slack [ps]  area (um^2)
after floorplan              0.0884             9960             11640         5220
after global placement        0.141            11040              9820         6260
after detailed placement      0.142            11060              9820         6260
after CTS                     0.142            11070              9770         6260
after global routing          0.159            11120              9480         6260
final                         0.146            11070              9670         6260
No activity file was given, so power comes from the tool's default toggle rates.
